==> ./constraint.sdc <==
current_design ram

set clk_period 3.0
set clk_io_pct 0.2

create_clock -name clk0 -period $clk_period [get_ports {clk_i}]

set non_clock_inputs [all_inputs -no_clocks]
set_input_delay [expr $clk_period * $clk_io_pct] -clock clk0 $non_clock_inputs
set_output_delay [expr $clk_period * $clk_io_pct] -clock clk0 [all_outputs]
==> ./design.v <==
module ram (clk_i, 
            address_i, 
            in_i, 
            out_o, 
            we_i);
  input clk_i, we_i;
  input [3:0] address_i;
  input [7:0] in_i;
  output [7:0] out_o;  
  reg [7:0] mem [0:15];
  always @(posedge clk_i)
    if (we_i) mem[address_i]=in_i;
  assign out_o=mem[address_i];
endmodule
==> ./config.mk <==
export PLATFORM = sky130hd
export DESIGN_NAME = ram
export DESIGN_NICKNAME = ram
export VERILOG_FILES = /design/flow/design.v
export SDC_FILE = /design/flow/constraint.sdc
export NUM_CORES = 4
export LEC_CHECK = 1
export CORE_UTILIZATION = 50
==> ./run.sh <==
#!/bin/bash
# OpenROAD 26Q1-2900-gdf79404cd8, Yosys 0.63+post, stock flow scripts
make -C /OpenROAD-flow-scripts/flow DESIGN_CONFIG=/design/flow/config.mk WORK_HOME=/design/flow/orfs finish
==> results_dict.tcl <==
# flow metrics
set metrics [dict create \
    status "finished clean" \
    worst_pin_slew_ns 0.679 \
    stdcell_area_um2 6100 \
    post-place-cells 389 \
    cts_made_buffers 17 \
    hold_path.startpoint "address_i[0]" \
    die_w_um 101 \
    yosysTopAreaCell "edfxtp_1" \
    yosys-stat-area_um2 4910 \
    layout.cells.most_common_list "edfxtp_1 (128), mux4_2 (32), buf_4 (24)" \
    synthTopCellsByArea "edfxtp_1 (78%), mux4_2 (15%), a22oi_1 (2.4%), nor2_1 (0.99%), nand2_1 (0.69%)" \
    drt-pass1-iter-count 4 \
    core_um2 9370 \
    fin_crit_sh_pct 96.2 \
    finalHoldViolCount 0 \
    place_ws_ns -0.0787 \
    fin_util_pct 65.1 \
    fp_util_pct 52.4 \
    die_h_um 101 \
    syn_to_final_growth_pct 24.3 \
    maxSlewViolCount 0 \
    top_area_share_pct 78.3 \
    lay_top_count "edfxtp_1" \
    finalSetupTns_ns 0 \
    hold_slack_ns 0.790 \
    fin_ws_ns 0.115 \
    worstPathArrival_ns 2.29 \
    synth_cell_types 17 \
    ios 22 \
    grt_max_degree 29 \
    clockBufferDepth 2 \
    total_power_mw 4.33 \
    grt_pass1_wl_um 14300 \
    startpoint "address_i[2]" \
    routed_wl_um 9490 \
    syn-mean-instance-area_um2 22.1 \
    hold_buffers 0 \
    powerDensity_nw_per_um2 710 \
    die_area_um2 10200 \
    irDropWorstVdd_uv 366 \
    critPathCaptureType "primary output" \
    place_congestion 0.891 \
    syn_inst 222 \
    worstSetupStartpointType "input pin" \
    fmax_mhz 347 \
    largest_register_ffs 128 \
    p_leak_nw 2.02 \
    ys_seq_share_pct 78.3 \
    rows 35 \
    dp_hpwl_um 6380 \
    max_slew_margin_pct 54.6 \
    warning_count 25 \
    place_area_um2 5460 \
    wl_per_cell_um 22.4 \
    numSynthFlops 128 \
    required_ns 2.40 \
    cp_max_fo 8 \
    clkSinkCount 128 \
    drive_gt1_share_pct 32.0 \
    cts_tree "yes" \
    fin_crit_ns 2.89 \
    hold_path.class "in2reg" \
    yosysCellCount 222 \
    antenna_found_initial 0 \
    worstHoldEndpoint "mem[0][3]$_DFFE_PP_" \
    rsz0062_at_grt "false" \
    path_clk_slew_ns 0.05 \
    drtAntennaViolNets 0 \
    route.antenna.diode_count 0 \
    first_global_vias 2664 \
    root_buffer "clkbuf_8" \
    vias 2414 \
    setup_violations 0 \
    syn-cell-area_um2 4910 \
    grt_util_all_layers_pct 22.6 \
    cts.htree.levels 4 \
    viasPerCell 5.71 \
    ys.warnings.count 1 \
    overflow 0 \
    path_class "in2out" \
    hold_depth 4 \
    layoutNonFillerInstCount 423 \
    cap_violations 0 \
    io_buffer_count 21 \
    drtIter0Drc 129 \
    drcViolationCount 0 \
]
Yosys cell counts:
master / count
nor2_1: 13
clkbuf_1: 2
nor2b_1: 2
buf_6: 2
nand3_1: 1
nand2_1: 9
buf_2: 2
a22oi_1: 16
edfxtp_1: 128
nand2b_1: 2
clkbuf_2: 1
and2_1: 1
nor3_1: 4
nand3b_1: 2
mux4_2: 32
or3b_2: 1
buf_1: 4
what timing repair did:
item,CTS,global route
buffers inserted,1,0
cloned,1,0
endpoints found under the setup margin,8,2
pin swaps,0,0
gates resized,4,1
area by class of cell:
| cell class | instances | area (um^2) |
|---|---|---|
| Tap cell | 129 | 161 |
| Timing Repair Buffer | 51 | 472 |
| Sequential cell | 128 | 3840 |
| Fill cell | 622 | 3270 |
| Clock buffer | 19 | 422 |
| Multi-Input combinational cell | 83 | 1010 |
| Clock inverter | 13 | 193 |
worst max path at each step:
stage           to  slack, ns  cells past startpoint
4_1_cts   out_o[5]       0.09                      5
5_1_grt   out_o[4]       0.01                      6
6_report  out_o[2]       0.11                      5
critical path, stage by stage:
cell and delay [ns]:
clkdlybuf4s50_1 0.54, nor2_2 0.41, a22oi_1 0.18, nand2_1 0.10, clkdlybuf4s50_1 0.47
power by group:
part           total (mW)  switching [mW]  internal [mW]
clock network        2.09           0.669           1.42
registers            2.02         0.00819           2.01
logic               0.229           0.113          0.116
logic make-up (layout without fill, tap and decap cells):
logic type | Yosys count | in the layout | synth area share [%]
compound gates | 16 | 16 | 2.45
buf+inv | 11 | 83 | 1.22
flops | 128 | 128 | 78.3
mux | 32 | 32 | 14.7
simple gates | 35 | 35 | 3.31
layer usage:
metal	up-vias	track usage (%)	routed length, um
met5	-	0	0
li1	1056	-	-
met4	0	4.01	188
met2	121	33.4	4680
met3	12	12.3	952
met1	1225	34.5	3680
Power and IR drop assume default switching activity.
