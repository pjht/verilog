$ cat flow/design.v
module data_control (instruction_i,  
                     b_value_o,  
                     b_current_i,
                     load_a_o,   
                     load_b_o,
                     load_r_o,
                     ram_wr_o,  
                     ram_data_i );
  input [7:0] instruction_i, ram_data_i, b_current_i;
  output reg [7:0] b_value_o;
  output reg load_b_o;
  output wire load_a_o, load_r_o, ram_wr_o;
  reg jump_up_o, jump_down_o;
  reg [3:0] jump_distance_o;
  assign ram_wr_o = (instruction_i[7:5] == 3'b010) ? 1 : 0;
  assign load_a_o = (instruction_i[7:5] == 3'b000) ? 1 : 0;
  assign load_r_o = (instruction_i[7:4] == 4'b1000) ? 1 : 0;
  always @(*)
    if (instruction_i[7:4] == 4'b0110) begin
      b_value_o = {b_current_i[7:4], instruction_i[3:0]};
      load_b_o = 1;
   end else if (instruction_i[7:4] == 4'b0111) begin
      b_value_o = {instruction_i[3:0], b_current_i[3:0]};
      load_b_o = 1;
   end else if (instruction_i[7:5] == 3'b001) begin
      b_value_o = ram_data_i;
      load_b_o = 1;
   end else begin
      b_value_o = 0;
      load_b_o = 0;
   end
endmodule
$ cat flow/constraint.sdc
current_design data_control

set clk_period 2.4
set clk_io_pct 0.2

create_clock -name clk0 -period $clk_period

set non_clock_inputs [all_inputs -no_clocks]
set_input_delay [expr $clk_period * $clk_io_pct] -clock clk0 $non_clock_inputs
set_output_delay [expr $clk_period * $clk_io_pct] -clock clk0 [all_outputs]
$ cat flow/config.mk
export PLATFORM = sky130hd
export DESIGN_NAME = data_control
export DESIGN_NICKNAME = data_control
export VERILOG_FILES = /design/flow/design.v
export SDC_FILE = /design/flow/constraint.sdc
export NUM_CORES = 4
export LEC_CHECK = 1
export CORE_AREA = 10 10 70 70
export DIE_AREA = 0 0 80 80
$ cat flow/run.sh
#!/bin/bash
# OpenROAD 26Q1-2900-gdf79404cd8, Yosys 0.63+post, stock flow scripts
make -C /OpenROAD-flow-scripts/flow DESIGN_CONFIG=/design/flow/config.mk WORK_HOME=/design/flow/orfs finish
==> summary.txt <==
Entry: Yosys synthesis followed by OpenROAD place and route.

Setup path:
- The worst setup path is captured at an output port.
- The run puts the worst path required time at around 1.9 ns.
- Among all stages on the critical path, the largest delay is contributed by clkdlybuf4s50_1.
- The timing report attributes the biggest portion of critical-path delay to buffers and inverters.
- Per STA, the highest per-stage delay on the worst path measures approximately 0.5 ns.
- The run puts the signal arrival time at the worst endpoint at 1.81 ns.
- The run gives the maximum net fanout on the critical path as 3.
- STA classifies the critical path startpoint as an input port.
- The critical path in this run is classified as input port to output port.
- The run gives the count of buffer and inverter cells on the critical path as 3.
- The run gives the most frequent cell on the critical path as clkdlybuf4s50_1.
- The critical path goes through clkdlybuf4s50_1 -> buf_4 -> nor4b_2 -> clkdlybuf4s50_1.

Final timing:
- Setup total negative slack on the finished layout was measured at 0 ns.
- Setup repair after global routing left no endpoint under its margin.
- For this run, the top clock speed supported by timing is about 440 MHz.
- The run gives the final-layout worst hold slack as 1.58 ns.
- The run gives the slew at the pin with the worst max-slew slack as 0.177 ns.
- The run puts the final period utilization at 95.4%.
- In the final report, the number of pins over their slew limit comes to 0.
- For reference, the final report shows the hold violation count at 0.
- The run gives the time the worst path needs with I/O delays and setup as about 2.3 ns.
- The run gives the normalized max-slew margin as a little under 90%.
- The run gives the final setup violation count as 0.

Run status:
- The run finished with clean final reports.

Global route:
- The run puts the total grt overflow at 0.
- The run gives the global-route wire length before repair as around 2000 um.
- The number of antenna violations at the first check in global routing is 0.
- The run puts the maximum number of pins on one net before global-route repair at 18.
- The run puts the global routing usage summed across all routing layers at 3.97%.
- The run gives the via count of the first global-routing pass as just over 400.

Layout:
- Compared with the post-synthesis result, the final layout area differs by 205%.
- Counting the fill cells in the layout gives roughly 380.
- The run puts the final sequential cell count at 0.
- In the finished layout, the clock tree contains a buffer count of 0.
- Of the cells placed in the final design, the portion with a size suffix greater than 1 is approximately 15%.
- The run puts the final design instance area without fill at ~710 sq um.
- The run puts the sequential cell area in the final layout at 0 sq um.

Place:
- The run gives the routability congestion estimate as a little under 0.8.
- The run gives the area of placed instances as 677 sq um.
- The run puts the detailed placement HPWL at 1180 um.
- Per the placement log, port buffering inserted 36 buffers.

Synthesis:
- Of the synthesized area, sequential elements account for 0%.
- For reference, the post-synthesis area per instance comes to 7.05 sq um.
- The mapped netlist covers approximately 230 sq um.
- The cell type that accounts for the most area after synthesis is mux2i_1.
- The run puts the number of cells in Yosys stat at 33.
- The run gives the gate count after technology mapping as 33.
- By area the synthesized netlist is led by mux2i_1, a211oi_1, nor2_1.
- For this run, the number of Yosys warnings is 1.
- The run gives the share of the synthesized area in the top cell type as 34.4%.
- The run gives the total cell area reported by yosys after synthesis as 233 sq um.
- In this run, distinct cell masters in the synthesized netlist total 11.

Hold path:
- Along the worst hold path, the cell count comes to 4.
- Per the hold report, the tightest min-delay path originates at instruction_i[6].
- The path with the worst hold slack has its endpoint at b_value_o[5].
- Note that the worst hold path type here is input port to output port.

Floorplan:
- The run puts the horizontal die dimension at about 80 um.
- Per the OpenROAD floorplan log, the height of the die is ~80 um.
- The run puts the share of the core filled by cells before placement at under 10%.
- The run puts the number of top-level pins at 36.
- The run gives the standard-cell row count as 21.
- The run gives the overall chip area as ~0.0064 sq mm.
- The run puts the area of the core at 0.00342 sq mm.

Detailed routing:
- Summing over every cut layer, the via total after detailed routing is 388.
- The run gives the average wire per standard cell as 11.6 um.
- The wire length recorded after detailed routing is around 1400 um.
- The run puts the number of detailed-route iterations in the first pass at 2.
- The run gives the remaining antenna violation count after routing as 0.
- The run gives the count of inserted antenna diode cells as 0.
- The run puts the number of remaining DRC errors at 0.
- The run gives the count of routing violations after the opening detailed-route iteration as 19.
- The script logs the ratio of routed vias to standard cells as about 3.3.

Clock tree:
- The run puts the number of buffers added to fix hold violations after cts at 0.

Pwr:
- The run gives the power density relative to cell area as 138 mW/mm^2.
- The run gives the worst vdd rail ir drop as between 20 and 25 uV.
- The run puts the static power due to leakage at about 0.00032 uW.

Job:
- The run puts the max-cap violation count at 0.
- The run gives the number of warning messages in the logs as 32.
[area by class of cell]
cell class | count | area, sq um | area share, %
tap | 46 | 57.6 | 8.11
timing repair buffer | 43 | 427 | 60.1
inverter | 1 | 3.75 | 0.529
multi-input combinational | 28 | 221 | 31.2
[layout by cell type (no fill, tap or decap)]
master           Yosys  routed
nor2_1               8       8
a211oi_1             8       6
nor4b_2              0       1
buf_12               0       1
clkdlybuf4s50_1      0      28
nor3_1               1       1
mux2i_1              8       8
nor3b_1              1       1
dlymetal6s2s_1       0       2
inv_1                1       1
a211oi_2             0       2
dlygate4sd2_1        0       6
nand2b_4             0       1
buf_4                2       5
buf_6                1       1
[per-layer routing]
| layer | wire, um | global-route usage, % | share of wire, % |
|---|---|---|---|
| met2 | 565 | 6.26 | 41 |
| met4 | 0 | 0 | 0 |
| met1 | 592 | 5.14 | 43 |
| met3 | 211 | 1.82 | 15 |
| met5 | 0 | 0 | 0 |
[repair_timing]
action / 4_1_cts / 5_1_grt
buffers inserted: 1 / 0
endpoints found under the setup margin: 9 / 3
gates resized: 9 / 5
pin swaps: 4 / 1
[tightest hold or removal path, cell delays in order]
cell and delay [ns]:
dlygate4sd2_1 0.27, buf_12 0.16, a211oi_1 0.07, dlymetal6s2s_1 0.13
[power breakdown]
part           internal (uW)  switching [uW]  total (uW)  leakage [uW]
registers                  0               0           0             0
clock network              0               0           0             0
logic                   68.4            29.3        97.7      0.000317
[cells by family after synthesis]
kind of cell	synth area share [%]
AND-OR/OR-AND	25.8
buffers and inverters	15.0
multiplexers	34.4
AND/OR/NAND/NOR	24.7
[how the worst max path moves through the flow]
stage	slack, ns	start	cells past startpoint	to
after CTS	0.002	instruction_i[4]	5	b_value_o[1]
after global routing	0.03	instruction_i[5]	4	ram_wr_o
final	0.11	instruction_i[5]	4	load_r_o
[stage by stage]
step	worst slack (ns)	instances	total power [uW]	utilization [%]
after floorplan	1.01	33	27.7	-
after CTS	0.00192	118	96.9	20.2
final	0.111	118	97.7	20.8
after detailed placement	-0.0834	117	96.7	19.8
after global routing	0.0322	118	107	20.8
after global placement	-0.0680	117	96.0	19.8
[cell usage after synthesis]
library cell and instances:
nor3b_1 1, nor4b_1 1, nor3_1 1, buf_6 1, buf_4 2, nor2_1 8
inv_1 1, a211oi_1 8, nand2b_1 1, mux2i_1 8, buf_2 1
No activity file was given, so power comes from the tool's default toggle rates.
