==> /design/flow/design.v <==
module program_control(instruction_i,
                       r_value_i,
                       rst_i,
                       jump_up_o,
                       jump_down_o,
                       jump_distance_o,
                       rst_o, 
                       hlt_o);
  input [7:0] instruction_i;
  input [7:0] r_value_i;
  input rst_i;
  output reg [3:0] jump_distance_o;
  output reg jump_up_o, jump_down_o, rst_o, hlt_o;
  always @(*) begin
    if (rst_i) begin
      hlt_o = 0;
      rst_o = 0;
    end else if (instruction_i == 8'hF0) begin
      #1 rst_o = 1;
      hlt_o = 0;
    end else if (instruction_i == 8'hF1) begin
      hlt_o = 1;
      rst_o = 0;
    end else begin
      #1 rst_o = 0;
      hlt_o = 0;
    end
  end
  always @(*) begin
    if (instruction_i[7:4] == 4'b1100) begin
      jump_up_o = 1;  
      jump_down_o = 0;
      jump_distance_o = instruction_i[3:0];
   end else if (instruction_i[7:4] == 4'b1101) begin
      jump_up_o = 0;
      jump_down_o = 1;
      jump_distance_o = instruction_i[3:0];
   end else if ((instruction_i == 8'hE0) && (r_value_i == 0)) begin
      jump_up_o = 1;
      jump_down_o = 0;
      jump_distance_o = 2;
   end else if ((instruction_i == 8'hE1) && (r_value_i != 0)) begin
      jump_up_o = 1;
      jump_down_o = 0;
      jump_distance_o = 2;
   end else begin
      jump_up_o = 0;
      jump_down_o = 0;
      jump_distance_o = 0;
   end
  end
 endmodule
==> /design/flow/run.sh <==
#!/bin/bash
# OpenROAD 26Q1-2900-gdf79404cd8, Yosys 0.63+post, stock flow scripts
make -C /OpenROAD-flow-scripts/flow DESIGN_CONFIG=/design/flow/config.mk WORK_HOME=/design/flow/orfs finish
==> /design/flow/config.mk <==
export PLATFORM = sky130hd
export DESIGN_NAME = program_control
export DESIGN_NICKNAME = program_control
export VERILOG_FILES = /design/flow/design.v
export SDC_FILE = /design/flow/constraint.sdc
export NUM_CORES = 4
export LEC_CHECK = 1
export CORE_AREA = 10 10 70 70
export DIE_AREA = 0 0 80 80
==> /design/flow/constraint.sdc <==
current_design program_control

set clk_period 2.8
set clk_io_pct 0.2

create_clock -name clk0 -period $clk_period

set non_clock_inputs [all_inputs -no_clocks]
set_input_delay [expr $clk_period * $clk_io_pct] -clock clk0 $non_clock_inputs
set_output_delay [expr $clk_period * $clk_io_pct] -clock clk0 [all_outputs]
==> impl_metrics.json <==
{
  "outcome": "completed",
  "yosys_area_um2": 149,
  "remaining_drc_errors": 0,
  "post_cts_hold_buffer_count": 0,
  "groute.layer.met3.usage": 0.00682,
  "pwr-share-comb": 1.000,
  "hold_path_class": "in2out",
  "flops": 0,
  "slew_headroom": 0.812,
  "crit_path_end_kind": "primary output",
  "maxCapViolations": 0,
  "grt_usage": 0.0284,
  "slew_viol_final": 0,
  "hold_depth": 5,
  "detail_route.vias_per_cell": 3.05,
  "synth.yosys.seq_area_share": 0,
  "initial_core_util": 0.0436,
  "synthTopCellsByArea": "sky130_fd_sc_hd__or4_1 (15%), sky130_fd_sc_hd__and2_1 (13%), sky130_fd_sc_hd__nor4b_1 (12%), sky130_fd_sc_hd__nand3_1 (10%), sky130_fd_sc_hd__or4bb_1 (7.6%)",
  "grt.overflow.total": 0,
  "busiest_layer": "met2",
  "flow.area_growth_from_synthesis_pct": 287,
  "synth_warnings": 1,
  "place_worst_setup_slack_ps": -391,
  "yosys.cell_types.count": 13,
  "totalWireLength_um": 1020,
  "post-route-util": 0.168,
  "pwr_density_cell_nw_per_um2": 76.4,
  "timing.final.crit_share": 0.983,
  "layout.area.seq_um2": 0,
  "placement_rows": 21,
  "global_route.usage.met2": 0.0578,
  "placement.cell_area_um2": 517,
  "yosysTopAreaCellShare": 0.151,
  "drive_above_1_share": 0.418,
  "grt.met1_usage": 0.0297,
  "tightestPinTransition_ps": 280,
  "wire_length_of_the_first_global_routing_pass_um": 1480,
  "fp.coreArea_um2": 3420,
  "worstSetupPathType": "in2out",
  "postRouteAntennaNets": 0,
  "port_buffer_count": 25,
  "finalInstanceArea_um2": 576,
  "tns_ps": 0,
  "tool_warnings": 32,
  "final_period_minus_worst_setup_slack_ps": 2750,
  "critical_path.max_fanout": 2,
  "power.ir.vdd_worst_uv": 10.9,
  "grt_setup_unrepaired": "false",
  "drt-initial-drc-count": 3,
  "timing.fmax_mhz": 364,
  "die_x_um": 80,
  "timing.critical_path.arrival_ps": 2190,
  "power.leakage_nw": 0.282,
  "critical_path_startpoint_category": "input pin",
  "timing.hold.ws_ps": 1570,
  "grt_start_max_net_pins": 7,
  "required_ps": 2240,
  "fp.dieArea_um2": 6400,
  "share_seq_of_total_power": 0,
  "synth_area_um2": 149,
  "gpl.final_weighted_congestion": 0.723,
  "chipHeight_um": 80,
  "dr_total_vias": 308,
  "pwr-share-clk": 0,
  "syn_inst": 20,
  "hold_path_startpoint": "instruction_i[1]",
  "timing_hold_violations_final": 0,
  "synth-cells-yosys": 20,
  "top_cells_by_count": "sky130_fd_sc_hd__and2_1 (3), sky130_fd_sc_hd__nand3_1 (3), sky130_fd_sc_hd__or4_1 (3)",
  "nClkBuffers": 0,
  "route.antenna.diode_count": 0,
  "antenna_found_initial": 0,
  "detailedRoute.firstPassIterationCount": 2,
  "synth_top_cell_by_area": "sky130_fd_sc_hd__or4_1",
  "io_pins": 25,
  "net-switching-power_mw": 0.0129,
  "final-setup-viol-count": 0,
  "min_delay_worst_endpoint": "jump_distance_o[1]",
  "power.internal_mw": 0.0311,
  "syn-mean-instance-area_um2": 7.44,
  "number_of_global_route_vias_before_repair": 332,
  "post_drt_wl_per_cell_um": 10.1,
  "netSwitchingFraction": 0.293,
  "worst_slack_ps": 49.0
}
-- layer usage --
| metal | up-vias | share of wire |
|---|---|---|
| li1 | 158 | - |
| met2 | 9 | 0.55 |
| met5 | - | 0 |
| met4 | 0 | 0 |
| met1 | 141 | 0.38 |
| met3 | 0 | 0.061 |
-- per-stage QoR --
stage | cells | total power [mW]
2_1_floorplan | 20 | 0.00590
3_3_place_gp | 99 | 0.0454
3_5_place_dp | 99 | 0.0462
4_1_cts | 101 | 0.0438
5_1_grt | 101 | 0.0475
6_report | 101 | 0.0440
-- layout by cell type (no fill, tap or decap), types with 2 or more instances in the layout --
cell type / instances
sky130_fd_sc_hd__and2_1: 3
sky130_fd_sc_hd__buf_2: 2
sky130_fd_sc_hd__buf_4: 8
sky130_fd_sc_hd__buf_6: 2
sky130_fd_sc_hd__clkdlybuf4s50_1: 8
sky130_fd_sc_hd__dlygate4sd2_1: 10
sky130_fd_sc_hd__dlymetal6s2s_1: 4
sky130_fd_sc_hd__nand3_2: 3
sky130_fd_sc_hd__nor4b_2: 2
sky130_fd_sc_hd__or4_4: 3
-- area by class of cell --
cell class / count / area [um^2]
well taps: 46 / 57.6
multi-input cells: 20 / 198
fillers: 382 / 2840
repair buffers: 35 / 320
-- worst max-delay path: stages --
cell                              delay, ps
sky130_fd_sc_hd__clkdlybuf4s50_1        390
sky130_fd_sc_hd__or4_4                  420
sky130_fd_sc_hd__or4_4                  540
sky130_fd_sc_hd__buf_6                  130
sky130_fd_sc_hd__nand3_2                 50
sky130_fd_sc_hd__buf_2                   90
-- worst max path at each step --
stage | start | cells past startpoint | to | slack (ps)
4_1_cts | r_value_i[3] | 6 | jump_up_o | 0.1
5_1_grt | instruction_i[0] | 6 | jump_up_o | 1
6_report | r_value_i[5] | 6 | jump_up_o | 50
-- logic make-up after synthesis --
| kind of cell | Yosys count | synth area share |
|---|---|---|
| compound gates | 1 | 0.0504 |
| simple gates | 19 | 0.950 |
-- what timing repair did --
action	4_1_cts	5_1_grt
setup buffers	2	0
pin swaps	8	3
resized	26	8
setup endpoints to repair	4	4
-- power groups by stage --
| stage | sequential, mW | clock, mW | combinational (mW) |
|---|---|---|---|
| after global routing | 0 | 0 | 0.0475 |
| final | 0 | 0 | 0.0440 |
| after CTS | 0 | 0 | 0.0438 |
Power and IR drop assume default switching activity.
